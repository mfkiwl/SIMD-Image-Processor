==> design/flow/design.v <==
module uart
#(    parameter CLK_FREQ = 50_000_000,
      parameter BAUD     = 115_200
)
(     input clk,
      input reset,
      input             rx,          
      output reg [7:0]  rx_data,     
      output            rx_valid,    
      output reg  tx,                
      input [7:0] tx_data,           
      input       tx_transmit,       
      output reg  tx_ready           
   );
   localparam SYNC_STAGES = 2;
   localparam OSF = 16;
   localparam CLK_DIV_COUNT = CLK_FREQ / (OSF * BAUD);
   reg [15:0] count;
   reg enable;        
   reg [SYNC_STAGES-1:0] rx_sync;
   reg rx_internal;
   localparam RX_WAIT            = 0;
   localparam RX_CHECK_START     = 1;
   localparam RX_RECEIVING       = 2;
   localparam RX_WAIT_FOR_STOP   = 3;
   localparam RX_INITIAL_STATE = RX_WAIT;
   reg [1:0] rx_state = RX_INITIAL_STATE;
   reg [4:0] rx_count;         
   reg [2:0] rx_sampleCount;   
   reg rx_validInternal, rx_validLast;
   localparam TX_WAIT         = 0;
   localparam TX_TRANSMITTING = 1;
   localparam TX_INITIAL_STATE = TX_WAIT;
   reg tx_state = TX_INITIAL_STATE;
   reg [9:0] tx_dataBuffer;    
   reg [4:0] tx_count;         
   reg [3:0] tx_sampleCount;   
   always @(posedge clk) begin
      if (reset) begin
         count <= 0;
         enable <= 0;
      end else if (count == CLK_DIV_COUNT - 1) begin
         count <= 0;
         enable <= 1;
      end else begin
         count <= count + 1;
         enable <= 0;
      end
      if (enable) begin
         {rx_sync,rx_internal} <= {rx, rx_sync};
      end
      rx_validLast <= rx_validInternal;
   end
   assign rx_valid = rx_validInternal & ~rx_validLast;
   always @(posedge clk) begin
      if (reset) begin
         rx_state <= RX_INITIAL_STATE;
         rx_validInternal <= 0;
      end else if (enable) begin
         case (rx_state)
            RX_WAIT: begin
               rx_validInternal <= 0;
               if (rx_internal == 0) begin
                  rx_state <= RX_CHECK_START;
                  rx_count <= 1;
               end
            end
            RX_CHECK_START: begin
               if (rx_count == (OSF >> 1) - 1 && rx_internal == 0) begin
                  rx_state <= RX_RECEIVING;
                  rx_count <= 0;
                  rx_sampleCount <= 0;
               end else if (rx_count == (OSF >> 1) - 1 && rx_internal == 1) begin
                  rx_state <= RX_WAIT;
               end else begin
                  rx_count <= rx_count + 1;
               end
            end
            RX_RECEIVING: begin
               if (rx_count == OSF - 1) begin
                  rx_count <= 0;
                  rx_data <= {rx_internal, rx_data[7:1]};
                  rx_sampleCount <= rx_sampleCount + 1;
                  if (rx_sampleCount == 7) begin
                     rx_state <= RX_WAIT_FOR_STOP;
                  end
               end else begin
                  rx_count <= rx_count + 1;
               end
            end
            RX_WAIT_FOR_STOP: begin
               if (rx_internal == 1'b1) begin
                  rx_state <= RX_WAIT;
                  rx_validInternal <= 1;
               end
            end
            default: begin
               rx_state <= RX_INITIAL_STATE;
            end
         endcase
      end
   end
   always @(posedge clk) begin
      if (reset) begin
         tx_state <= TX_INITIAL_STATE;
         tx <= 1;
      end else begin
         case (tx_state)
            TX_WAIT: begin
               tx <= 1;
               if (tx_transmit) begin
                  tx_dataBuffer <= {1'b1, tx_data, 1'b0};
                  tx_count <= 0;
                  tx_sampleCount <= 0;
                  tx_ready <= 0;
                  tx_state <= TX_TRANSMITTING;
               end else begin
                  tx_ready <= 1;
               end
            end
            TX_TRANSMITTING: begin
               if (enable) begin
                  if (tx_count == OSF - 1) begin
                     tx_count <= 0;
                     tx_sampleCount <= tx_sampleCount + 1;
                     tx <= tx_dataBuffer[0];
                     tx_dataBuffer <= {1'b1, tx_dataBuffer[9:1]};
                     if (tx_sampleCount == 9) begin
                        tx_state <= TX_WAIT;
                     end
                  end else begin
                     tx_count <= tx_count + 1;
                  end
               end
            end
            default: begin
               tx_state <= TX_WAIT;
            end
         endcase
      end
   end
endmodule
module uart_handler
#( parameter RAM_SIZE = 64,
   parameter ADDR_BITS = 5
)
(  input wire clk,
   input wire reset,
   output wire UART_TX,
   input wire UART_RX,
   input  wire [ADDR_BITS-1:0] addr,
   input  wire writeEnable,
   input  wire [7:0] dataIn,
   output wire [7:0] dataOut,
   input  wire start,
   output reg  ready
   );
   reg [7:0] mem [RAM_SIZE-1:0]  ;
   initial begin : RAM_INIT
      integer i;
      for (i = 0; i < RAM_SIZE; i = i+1) begin
         mem[i] = 0;
      end
   end
   reg [7:0] ramData;
   reg [ADDR_BITS-1:0] addrInternal;
   reg [ADDR_BITS-1:0] addrInternalNext;
   wire [ADDR_BITS-1:0] addrActual;
   reg writeEnableInternal;
   wire writeEnableActual;
   wire [7:0] ramDataInActual;
   localparam PREPARE_TO_RECEIVE        = 0;
   localparam RECEIVING_UART            = 1;
   localparam IDLE                      = 2;
   localparam PREPARE_TO_TRANSMIT       = 3;
   localparam TRANSMIT_WAIT_FOR_READY   = 4;
   localparam TRANSMIT_DATA             = 5;
   localparam RESET_STATE = PREPARE_TO_RECEIVE;
   reg [2:0] state, nextState;
   reg enableExternalAddressing;
   wire [7:0] fromUartData;
   wire fromUartError;
   wire fromUartValid;
   wire toUartReady;
   wire [7:0] toUartData;
   reg toUartValid;
   assign addrActual        = enableExternalAddressing ? addr        : addrInternal;
   assign writeEnableActual = enableExternalAddressing ? writeEnable : writeEnableInternal;
   assign ramDataInActual   = enableExternalAddressing ? dataIn      : fromUartData;
   assign dataOut = ramData;
   assign toUartData = ramData;
   always @(posedge clk) begin
      ramData <= mem[addrActual];
      if (writeEnableActual) begin
         mem[addrActual] <= ramDataInActual;
      end
   end
   uart u0 (
      .clk(clk),
      .reset(reset),
      .tx(UART_TX),
      .rx(UART_RX),
      .rx_data(fromUartData),
      .rx_valid(fromUartValid),
      .tx_ready(toUartReady),
      .tx_data(toUartData),
      .tx_transmit(toUartValid)
   );
   always @(posedge clk) begin
      if (reset) begin
         state <= RESET_STATE;
      end else begin
         state <= nextState;
      end
      addrInternal <= addrInternalNext;
   end
   always @(*) begin
      nextState = state;
      addrInternalNext = addrInternal;
      writeEnableInternal = 0;       
      enableExternalAddressing = 0;  
      toUartValid = 0;               
      ready = 0;
      case(state)
         PREPARE_TO_RECEIVE: begin
            addrInternalNext = 0;
            nextState = RECEIVING_UART;
         end
         RECEIVING_UART: begin
            if (fromUartValid) begin
               addrInternalNext = addrInternal + 1;
               writeEnableInternal = 1;
               if (addrInternal == RAM_SIZE - 1) begin
                  nextState = IDLE;
               end
            end
         end
         IDLE : begin
            enableExternalAddressing = 1;
            ready = 1;
            if (start) begin
               nextState = PREPARE_TO_TRANSMIT;
            end
         end
         PREPARE_TO_TRANSMIT : begin
            addrInternalNext = 0;    
            nextState = TRANSMIT_WAIT_FOR_READY;
         end
         TRANSMIT_WAIT_FOR_READY : begin
            if (toUartReady) begin
               nextState = TRANSMIT_DATA;
            end
         end
         TRANSMIT_DATA : begin
            toUartValid = 1;
            addrInternalNext = addrInternal + 1;
            if (addrInternal == RAM_SIZE - 1) begin
               nextState = PREPARE_TO_RECEIVE;
            end else begin
               nextState = TRANSMIT_WAIT_FOR_READY;
            end
         end
         default;
      endcase
   end
endmodule
==> design/flow/run.sh <==
#!/bin/bash
# OpenROAD 26Q1-2900-gdf79404cd8, Yosys 0.63+post, stock flow scripts
make -C /OpenROAD-flow-scripts/flow DESIGN_CONFIG=/design/flow/config.mk WORK_HOME=/design/flow/orfs finish
==> design/flow/config.mk <==
export PLATFORM = sky130hd
export DESIGN_NAME = uart_handler
export DESIGN_NICKNAME = uart_handler
export VERILOG_FILES = /design/flow/design.v
export SDC_FILE = /design/flow/constraint.sdc
export NUM_CORES = 4
export LEC_CHECK = 1
export CORE_UTILIZATION = 30
==> design/flow/constraint.sdc <==
current_design uart_handler

set clk_period 4.4
set clk_io_pct 0.2

create_clock -name clk0 -period $clk_period [get_ports {clk}]

set non_clock_inputs [all_inputs -no_clocks]
set_input_delay [expr $clk_period * $clk_io_pct] -clock clk0 $non_clock_inputs
set_output_delay [expr $clk_period * $clk_io_pct] -clock clk0 [all_outputs]
==> changes_impl.md <==
### Changed

- Fill count: 4208
- Area growth from synthesis to layout: 14.6%
- Routed WL: 30900 µm
- #FFs+latches synth: 334
- Sequential Power Share: 0.529
- Mapped cell area: 0.0134 mm²
- PostCTS Resize Cnt: 0
- # setup viols final: 0
- EDFF count, synth: 299
- Outcome: finished, final reports clean
- Final ANT Viol Nets: 0
- First-pass GRT wire length: 47300 µm
- Final HPWL DP: 19300 µm
- Gp weighted congestion: 0.888
- Layout cells sized above 1: 0.117
- Setup Buffers After CTS: 0
- Initial antenna violation count: 0
- Synth cell count leaders: 299 x edfxtp_1, 78 x nor2_1, 47 x nand2_1
- Largest area contributor in the netlist: edfxtp_1
- VDD IR-drop max: 0.271 mV
- Max Freq: 337 MHz
- YS chip area: 0.0134 mm²
- ANT cells: 0
- Distinct lib cells: 63
- Sw Pwr: 1350 µW
- Crit path required time: 4.74 ns
- Sw frac: 0.208
- Async SR Flop Fraction: 0
- Measured slew at the worst slew-check pin: 0.899 ns
- Initial DRC count: 608
- Chip area: 0.0455 mm²
- Core footprint: 0.0441 mm²
- Tool warnings: 47
- Pwr Total: 6510 µW
- PD cells: 424 mW/mm²
- Yosys cell count: 918
- Cycle use final: 0.674
- Clock Skews: 0.0176 ns
- Worst-path fanout max: 13
- Slew HR: 0.401
- GR Overflow Total: 0
- Slew Viols, Final: 0
- Worst R2R Setup Slack: 1.43 ns
- DR WL/cell: 19.7 µm
- Ys flop type: edfxtp_1
- WP data arrival: 3.31 ns
- Worst hold path class: reg2reg
- CTS Buffer Depth: 3
- DR pass1 iterations: 5
- I/O pins: 28
- Detailed-route DRC error count: 0
- Pleak: 0.00490 µW
- DR vias: 7869
- FP Rows: 77
- Max-cap violations: 0
- Starting density of the core: 0.304
- Unrepaired setup endpoints after global routing: no
- # hold bufs at CTS: 0
- Syn Inst Count: 918
- Clock root buffer master: clkbuf_16
- Vias in the first global route: 7974
- GRT Resource Usage Total: 0.146
- Final Hold Fails: 0
- Clock tree from TritonCTS: built
- Yosys warning tally: 2
- Synth top area share: 0.670
- Count leader, synth: edfxtp_1
- Clock buffer count from CTS: 36
- Internal: 5160 µW
- DR vias/cell: 5.02
- Clk latency late pin: 0.51 ns
- Die height: 213 µm
- H-tree level count: 2
- Die X: 213 µm
- Crit end category: flop
- Worst Path Class, Setup: reg2reg
- Syn Area/Cell: 14.6 µm²
- Gate power share: 0.055
- Seq share, synth: 0.722
- Clock-pin slew on the worst setup and hold paths: 0.06 ns
- TNS Setup: 0 ns
- Clock power share: 0.415
- Min Tclk post-route: 2.97 ns
- Maximum number of pins on one net before global-route repair: 78
- # port buffers: 11
- Setup crit start kind: flop
- Num Clock Sinks: 334
- Cell area leaders: edfxtp_1 67%, dfxtp_1 5.2%, a22oi_1 2.2%
[state kept, by name (all words and copies together) (netlist names), 5 cells and up, named ones only]
register,cells
ramData,8
mem,256
u0.tx_count,5
u0.count,16
u0.rx_data,8
u0.tx_dataBuffer,9
u0.rx_count,5
addrInternal,5
[per-layer routing]
layer	GRT usage	up-vias	routed length, µm
met3	0.0789	58	3670
met5	0	-	0
li1	-	3645	-
met2	0.220	329	14000
met1	0.194	3837	12500
met4	0.0281	0	717
[cells in the final DEF, fill, tap and decap left out, drive strengths merged, types with 11 or more instances in the layout]
master	instances
nand3	12
xnor2	13
nor2	79
a22o	15
o21ai	34
a22oi	40
a21oi	36
nand2	47
inv	16
a221oi	34
nor3	21
clkdlybuf4s50	11
dfxtp	35
clkbuf	49
nand2b	12
edfxtp	299
ha	17
nor2b	18
mux2	16
buf	41
[final timing paths]
kind,startpoint,end,depth (start not counted)
worst min-delay path,u0.rx_validInternal,u0.rx_validLast,0
worst max register to register,addrInternal[1],ramData[3],5
worst max-delay path,addrInternal[1],ramData[3],5
worst min register to register,u0.rx_validInternal,u0.rx_validLast,0
[power by group through the flow]
stage | Clock, µW | Combinational, µW | Sequential, µW
final | 2700 | 360 | 3450
after global routing | 2900 | 390 | 3450
after CTS | 2750 | 357 | 3450
[cell type report]
cell class                      instances  area (µm²)  area share
Tap cell                              592         741      0.0482
Sequential cell                       334        9680       0.630
Timing Repair Buffer                   52         430      0.0280
Multi-Input combinational cell        514        3400       0.222
Inverter                               17        63.8     0.00415
Clock buffer                           49         971      0.0632
Clock inverter                         10        70.1     0.00456
[cell families (layout without fill, tap and decap cells)]
kind of cell	Yosys count	after routing	synth area share
buffers and inverters	70	128	0.0245
other	1	1	0.000280
XOR/XNOR	23	23	0.0150
AND/OR/NAND/NOR	229	229	0.0821
multiplexers	27	27	0.0241
AND-OR/OR-AND	217	217	0.116
adder cells (fa/ha/maj)	17	17	0.0159
flip-flops	334	334	0.722
[worst max-delay path, stage by stage, from the launching register on]
cell and delay, ns:
edfxtp_1 0.67, and3_1 0.61, a22o_1 0.31, o21ai_0 0.43
o31ai_1 0.13, or4_1 0.65
[metrics by stage]
stage	util	hold slack (ns)	area, µm²	worst slack (ns)	cells
after floorplan	-	0.364	13400	2.00	918
after global placement	0.325	0.387	14300	1.30	1509
after detailed placement	0.325	0.390	14300	1.29	1509
after CTS	0.348	0.402	15400	1.41	1568
after global routing	0.348	0.416	15400	1.24	1568
final	0.348	0.394	15400	1.43	1568
Power is estimated from default activity; no workload was simulated.

## flow/design.v

```verilog
module Histogram(clk, dataIn, histAddr, reset, enable, histOut, resetm);
parameter numBins = 8;
input clk;
input reset, enable, resetm;
input [7:0] dataIn;
input [$clog2(numBins) - 1:0] histAddr;
output reg [15:0] histOut;
reg [numBins / 2 - 1:0] i = 0;
reg [15:0] data [numBins - 1: 0];
wire [numBins - 1: 0] inc;
assign inc = 256 / numBins;
initial begin
for(i = 0; i < numBins; i = i + 1) 
begin
	data[i] = 0;
end
	end
always @(posedge clk)
begin
	if (reset | resetm)
	begin
		for(i = 0; i < numBins; i = i + 1) 
		begin
			data[i] = 0;
		end
	end
	else if(enable)
	begin
		for(i = 0; i < numBins; i = i  + 1) begin
			if(dataIn >= (i * inc) && dataIn < ((i + 1) * inc)) begin
				data[i]  = data[i] + 1;
			end
		end
	end 
	if(i == numBins - 1) begin
	histOut = data[0];
	end
	for(i = 0; i < numBins - 1; i = i  + 1) begin
			if(i == histAddr) begin
				histOut = data[i + 1];
			end
		end
end 
endmodule
```

## flow/run.sh

```bash
#!/bin/bash
# OpenROAD 26Q1-2900-gdf79404cd8, Yosys 0.63+post, stock flow scripts
make -C /OpenROAD-flow-scripts/flow DESIGN_CONFIG=/design/flow/config.mk WORK_HOME=/design/flow/orfs finish
```

## flow/config.mk

```make
export PLATFORM = sky130hd
export DESIGN_NAME = Histogram
export DESIGN_NICKNAME = Histogram
export VERILOG_FILES = /design/flow/design.v
export SDC_FILE = /design/flow/constraint.sdc
export NUM_CORES = 4
export LEC_CHECK = 1
export CORE_UTILIZATION = 50
export SYNTH_HDL_FRONTEND = slang
```

## flow/constraint.sdc

```tcl
current_design Histogram

set clk_period 4.9
set clk_io_pct 0.2

create_clock -name clk0 -period $clk_period [get_ports {clk}]

set non_clock_inputs [all_inputs -no_clocks]
set_input_delay [expr $clk_period * $clk_io_pct] -clock clk0 $non_clock_inputs
set_output_delay [expr $clk_period * $clk_io_pct] -clock clk0 [all_outputs]
```

==> impl_metrics.json <==
{
  "ys.flop_type": "dfxtp_1",
  "cp_max_fo": 13,
  "whs_path_depth": 2,
  "tightestPinTransition_ps": 775,
  "clk_pin_slew_worst_paths_ps": 60,
  "synth.largest_area_cell": "dfxtp_1",
  "cts_buffers": 17,
  "cts_tree": "yes",
  "relSlewSlack_pct": 48.3,
  "slowest_stage": "a2111oi_0",
  "finalCritPeriodShare_pct": 78.9,
  "wl_per_cell_um": 19.9,
  "status": "finished, violations left",
  "setup_ws_ps": 1040,
  "p_leak_nw": 2.76,
  "post_cts_buffers": 0,
  "port_buffers": 25,
  "finalCriticalPeriod_ps": 3860,
  "cp-end-kind": "flip-flop",
  "r2r_cells": 8,
  "grt_pass1_vias": 5826,
  "core_area_um2": 14500,
  "seq_area_frac_synth_pct": 41.0,
  "area_leaders": "dfxtp_1, nor2_1, xor2_1, edfxtp_1, xnor2_1",
  "design.die.area_um2": 15400,
  "post_cts_resized": 0,
  "peakVddDrop_uv": 211,
  "path_cells": "clkdlybuf4s50_1 -> and4bb_2 -> nand4_2 -> o21ai_0 -> a21oi_1 -> a2111oi_0 -> a211oi_1 -> a311o_1",
  "die_height_um": 124,
  "critPathMaxStageDelay_ps": 740,
  "syn_area_um2": 7430,
  "cp.required_ps": 5060,
  "rsz0062_at_grt": "no",
  "grt_pass1_wl_mm": 32.6,
  "hp-start": "data[81]",
  "critPathKind": "in2reg",
  "max_freq_mhz": 259,
  "critPathTopFamily": "AND-OR/OR-AND gates",
  "max_cap_violations": 0,
  "io_pins": 31,
  "avgSynthCellArea_um2": 8.73,
  "initCoreUtil_pct": 51.1,
  "hold_violations": 0,
  "ctsHoldBuffers": 0,
  "drtIter0Drc": 588,
  "crit_cells": 8,
  "r2r_start": "data[48]",
  "cts_sinks": 144,
  "async_flop_share_pct": 0,
  "startpoint": "dataIn[7]",
  "synth-edff-count": 16,
  "track_usage_pct": 30.2,
  "synth_cells": 851,
  "fp.dieW_um": 124,
  "cts.path.max_buffers": 2,
  "ys_warn_count": 0,
  "dp_cells": 1030,
  "post-place-ws_ps": 724,
  "violations": "design-rule violations",
  "top_cells_by_count": "nor2_1, dfxtp_1, nand2_1",
  "tool_warnings": 30,
  "ys.flops": 144,
  "cp.buffers_inverters": 1,
  "antenna_found_initial": 1,
  "layoutNonFillerInstCount": 1063,
  "top_area_share_pct": 34.5,
  "overflow": 0,
  "routed_wl_mm": 21.2,
  "worst_hold_path_type": "reg2reg",
  "ys_area_um2": 7430,
  "clock_skew_ps": 7.84,
  "critPathLaunchType": "input pin",
  "area_growth_pct": 12.3,
  "firstDrtPassIters": 46,
  "ys_types": 75,
  "hpwl_mm": 15.5,
  "maxSlewViolCount": 0,
  "final-setup-viol-count": 0,
  "cts_root_buffer": "clkbuf_16",
  "drive_above_1_share_pct": 7.74,
  "place_congestion": 1.02,
  "power_density_nw_per_um2": 326,
  "ys_cells": 851,
  "vias": 6319,
  "ant_nets": 0,
  "rows": 44,
  "cts_max_level": 4,
  "grt_max_degree": 66,
  "worstPathArrival_ps": 4030,
  "clk_latency_ps": 420,
  "top_cell": "nor2_1",
  "drc": 2,
  "fin_setup_tns_ps": 0,
  "viasPerCell": 5.94
}
[tightest hold or removal path, cell delays in order (launching register included)]
cell and delay [ps]:
dfxtp_1 330, nand2_1 60, a21oi_1 70
[logic make-up after synthesis]
kind of cell	synth area share [%]
buf+inv	4.40
fa+ha+maj	1.35
xor+xnor	13.3
compound gates	10.6
mux	2.11
flops	41.0
simple gates	27.3
[cells in the final DEF (no fill, tap or decap), drive strengths merged, types with 5 or more instances in the layout]
| cell | synthesis | layout |
|---|---|---|
| nor3 | 30 | 30 |
| dfxtp | 128 | 128 |
| o31ai | 11 | 11 |
| nand4 | 37 | 37 |
| nor4 | 13 | 13 |
| mux2i | 10 | 10 |
| o21ai | 25 | 25 |
| ha | 8 | 8 |
| a211oi | 8 | 8 |
| edfxtp | 16 | 16 |
| nor2 | 155 | 155 |
| nand3 | 42 | 42 |
| buf | 17 | 12 |
| nand2 | 70 | 70 |
| and2 | 10 | 10 |
| clkbuf | 25 | 23 |
| xor2 | 57 | 57 |
| and3 | 18 | 18 |
| xnor2 | 55 | 55 |
| and4 | 7 | 7 |
| a21oi | 19 | 19 |
| clkdlybuf4s50 | 0 | 25 |
| o211ai | 5 | 5 |
| inv | 7 | 8 |
| or3 | 6 | 6 |
| clkinv | 1 | 5 |
| o22ai | 13 | 13 |
| a22oi | 5 | 5 |
[flip-flops by register name, summed over array words and instances, names as in the netlist]
name	count
data	128
histOut	16
[worst paths after layout]
| path | to | slack (ps) |
|---|---|---|
| max | histOut[8] | 1040 |
| min | data[81] | 510 |
| max reg2reg | histOut[8] | 2080 |
| min reg2reg | data[81] | 510 |
[power breakdown]
group	switching [mW]	leakage, nW	internal [mW]
combinational	0.105	1.25	0.0656
sequential	0.00423	1.21	1.21
clock	0.485	0.304	0.855
total	0.594	2.76	2.13
[layer usage]
layer	track usage (%)	routed length, µm	part of all wire (%)
met3	7.71	1640	7.8
met1	43.5	9180	43
met4	9.67	746	3.5
met2	45.8	9590	45
met5	0	0	0
[metrics by stage]
stage / area, µm² / hold WS (ps) / power, mW / utilization, %
final: 8340 / 515 / 2.72 / 57.4
after global routing: 8340 / 552 / 2.81 / 57.4
after global placement: 7720 / 501 / 1.41 / 53.1
after floorplan: 7430 / 457 / 1.34 / -
after detailed placement: 7720 / 508 / 1.41 / 53.1
after CTS: 8340 / 517 / 2.74 / 57.4
[area by class of cell]
type                       count  area [µm²]
timing repair buffer          37         340
sequential                   144        3040
antenna                        1        2.50
inverter                       9        47.5
fill                        1254        6190
tap                          184         230
clock buffer                  23         488
clock inverter                 9         130
multi-input combinational    656        4060
Power figures rest on the tool's default switching activity, not on a simulated workload.
